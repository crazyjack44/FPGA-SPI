===== design/flow/design.v =====
module spi_driver #(
	parameter 							P_DATA_WIDTH		=	8			,
										P_READ_DATA_WIDTH	=	8			,
										P_CPOL				=	0			,
										P_CPHL				=	0			
	) (
	input								clk									,
	input								rst_n								,
	output								o_spi_clk							,
	output								o_spi_cs							,
	output								o_spi_mosi							,
	input								i_spi_miso							,
	input	[P_DATA_WIDTH-1:0]			i_user_data							,
	input								i_user_valid						,
	output								o_user_ready						,
    output  [P_READ_DATA_WIDTH - 1:0]   o_user_read_data    				,
    output                              o_user_read_valid   
);
wire							w_user_active			;
reg								ro_spi_clk				;
reg								ro_spi_cs				;
reg								ro_spi_mosi				;
reg								ro_user_ready			;
reg [P_DATA_WIDTH-1:0]			r_user_data				;
reg								r_run					;
reg [15:0]						r_cnt					;
reg 							r_spi_cnt				;
reg								ro_user_read_valid		;
reg	[P_READ_DATA_WIDTH - 1:0] 	ro_user_read_data 		;
assign w_user_active 		= 	i_user_valid & ro_user_ready;
assign o_spi_clk	 		= 	ro_spi_clk					;
assign o_spi_cs		 		= 	ro_spi_cs					;
assign o_spi_mosi	 		= 	ro_spi_mosi					;
assign o_user_ready  		= 	ro_user_ready;
assign o_user_read_valid 	= 	ro_user_read_valid			;
assign o_user_read_data 	= 	ro_user_read_data			;
always @(posedge clk or negedge rst_n) begin
	if(~rst_n) 
		ro_user_ready <= 'b0;
	else if(r_spi_cnt && r_cnt == 7)
		ro_user_ready <= 1;
	else
		ro_user_ready <= ro_user_ready;
end
always @(posedge clk or negedge rst_n) begin
	if(~rst_n) 
		r_run <= 'd0;
	else if(r_spi_cnt && r_cnt == 7)
		r_run <= 'd0;
	else if(w_user_active)
		r_run <= 'd1;
	else
		r_run <= r_run;
end
always @(posedge clk or negedge rst_n) begin
	if(~rst_n) 
		r_user_data <= 0;
	else if(w_user_active)
		r_user_data <= i_user_data;
	else if(r_spi_cnt)
		r_user_data <= r_user_data << 1;
	else
		r_user_data <= r_user_data;
end
always @(posedge clk or negedge rst_n) begin
	if(~rst_n) 
		ro_spi_cs <= 1'b1;
	else if(w_user_active)
		ro_spi_cs <= 'b0;
	else if(!r_run)
		ro_spi_cs <= 'b1;
	else
		ro_spi_cs <= ro_spi_cs;
end
always @(posedge clk or negedge rst_n) begin
	if(~rst_n) 
		r_cnt <= 'd0;
	else if(r_spi_cnt == 1)
		r_cnt <= r_cnt + 1'b1;
	else if(r_spi_cnt == 1 && r_cnt == 7)
		r_cnt <= 1'b0;
	else
		r_cnt <= r_cnt;
end
always @(posedge clk or negedge rst_n) begin
	if(~rst_n) 
		r_spi_cnt <= 'b0;
	else if(r_run)
		r_spi_cnt <= r_spi_cnt + 'b1;
	else
		r_spi_cnt <= 'b0;
end
always @(posedge clk or negedge rst_n) begin
	if(~rst_n) 
		ro_spi_mosi <= 'b0;
	else if(r_run)
		ro_spi_mosi <= i_user_data[P_DATA_WIDTH-1];
	else if(r_run&&r_spi_cnt)
		ro_spi_mosi <= r_user_data[P_DATA_WIDTH-2];
	else
		ro_spi_mosi <= ro_spi_mosi;
end
always @(posedge ro_spi_clk or negedge rst_n) begin
	if(~rst_n) 
		ro_user_read_data <= 'b0;
	else
		ro_user_read_data <= {ro_user_read_data[P_DATA_WIDTH-2:0],i_spi_miso};
end
always @(posedge clk or negedge rst_n) begin
	if(~rst_n) 
		ro_user_read_valid <= 'b0;
	else if(r_spi_cnt && r_cnt == 7)
		ro_user_read_valid <= 1;
	else
		ro_user_read_valid <= 'b0;
end
endmodule

===== design/flow/run.sh =====
#!/bin/bash
# OpenROAD 26Q1-2900-gdf79404cd8, Yosys 0.63+post, stock flow scripts
make -C /OpenROAD-flow-scripts/flow DESIGN_CONFIG=/design/flow/config.mk WORK_HOME=/design/flow/orfs finish

===== design/flow/config.mk =====
export PLATFORM = sky130hd
export DESIGN_NAME = spi_driver
export DESIGN_NICKNAME = spi_driver
export VERILOG_FILES = /design/flow/design.v
export SDC_FILE = /design/flow/constraint.sdc
export NUM_CORES = 4
export LEC_CHECK = 1
export CORE_AREA = 10 10 94 94
export DIE_AREA = 0 0 104 104

===== design/flow/constraint.sdc =====
current_design spi_driver

set clk_period 4.6
set clk_io_pct 0.2

create_clock -name clk0 -period $clk_period [get_ports {clk}]

set non_clock_inputs [all_inputs -no_clocks]
set_input_delay [expr $clk_period * $clk_io_pct] -clock clk0 $non_clock_inputs
set_output_delay [expr $clk_period * $clk_io_pct] -clock clk0 [all_outputs]

==> results.rst <==
Synthesis and place-and-route
=============================

.. list-table::
   :header-rows: 1

   * - Metric
     - Value
   * - Path type of the worst min-delay path
     - register to register
   * - Clk Latency, worst-skew pair
     - 0.26 ns
   * - Number of enable-type register cells in the synthesized netlist
     - 0
   * - Met1 Usage GRT
     - 0.0409
   * - Worst Path Max Fanout
     - 2
   * - Dpl hpwl
     - 1180 microns
   * - Syn_area_per_cell
     - ~11 sq um
   * - Antenna cell count
     - 0
   * - Number of clock sinks
     - 22
   * - Post-Syn Instances
     - ~90
   * - Crit path launch type
     - register
   * - Antenna Nets Post-Route
     - 0
   * - Width of the die
     - between 100 and 150 microns
   * - Initial core utilization
     - 0.149
   * - Count of input and output buffers
     - 7
   * - Fraction of met3 tracks used by global routing
     - 0.00439
   * - Largest cells by area
     - sky130_fd_sc_hd__dfrtp_1 52%, sky130_fd_sc_hd__xnor2_1 8.6%, sky130_fd_sc_hd__buf_4 6.6%
   * - Area figure in the yosys stat output
     - 1020 sq um
   * - Starting DRC count in detailed routing
     - 18
   * - Fraction of registers with async set/reset
     - 1.00
   * - Detailed-route wire length per cell
     - 8.49 microns
   * - Post-synthesis compound-gate area fraction
     - 0.00491
   * - Via-per-instance ratio
     - 3.18
   * - Min Tclk post-route
     - 2.16 ns
   * - Global-route usage over all layers
     - 0.0294
   * - Fraction of layout instances using a drive strength above 1
     - 0.143
   * - Slowest library cell on the worst path
     - sky130_fd_sc_hd__dfstp_2
   * - Number of resized instances in the post-cts repair step
     - 0
   * - Buffer count from post-CTS setup fixing
     - 0
   * - FA/HA/MAJ Cells, Area Fraction
     - 0.0123
   * - Number of remaining DRC errors
     - 0
   * - AND/OR/NAND/NOR Cells, Area Fraction
     - 0.195
   * - Largest stage delay, worst path
     - 0.53 ns
   * - Number of global-route vias before repair
     - 631
   * - Routing usage on met2
     - 0.0459
   * - Final GP Congestion
     - 0.736
   * - Share of the synthesized area in the top cell type
     - 0.515
   * - Number of antenna violations at the first check in global routing
     - 0
   * - First-pass GRT wire length
     - 2870 microns
   * - Period utilisation layout
     - 0.470
   * - Crit end category
     - output pin
   * - Hold-fix buffers at CTS
     - 0
   * - Fraction of synthesized cell area in xor and xnor cells
     - 0.136
   * - Number of warnings in the stage logs
     - 33
   * - Combinational Area
     - 412 sq um
   * - Max H-tree Level
     - 1
   * - Final setup viols
     - 0
   * - Unrepaired setup endpoints after global routing
     - no
   * - Number of cells in the yosys synthesis report
     - 90
   * - Area taken by flip-flops and latches
     - about 550 sq um
   * - Type of the setup path with the least slack
     - register to output pin
   * - Share of the yosys chip area belonging to registers
     - 0.541
   * - Synthesis-to-finish area growth
     - 20.0%
   * - Power density over the cells
     - between 200 and 300 nW/um^2
   * - Portion of netlist area occupied by mux cells
     - 0.0221
   * - Arrival time of data at the critical path endpoint
     - 1.24 ns
   * - Synth logic family
     - simple AND/OR/NAND/NOR gates
   * - Commonest cells in the netlist
     - 21 x sky130_fd_sc_hd__dfrtp_1, 10 x sky130_fd_sc_hd__xnor2_1, 9 x sky130_fd_sc_hd__buf_4
   * - Routed wire length
     - 1650 microns
   * - Maximum vdd ir drop
     - between 70 and 80 uV
   * - First drt pass iteration count
     - 4
   * - Combined buffer and inverter count along the critical path
     - 1
   * - Area of the chip
     - 10800 sq um
   * - Cell taking the most area after synthesis
     - sky130_fd_sc_hd__dfrtp_1
   * - Library cell with the highest instance count after synthesis
     - sky130_fd_sc_hd__dfrtp_1
   * - Syn Std Cell Area
     - a little over 1000 sq um
   * - Share of the core filled with cells
     - 0.179
   * - Unique masters post-synth
     - 28
   * - Core outline area
     - between 6000 and 7000 sq um
   * - Pin count of the biggest net entering global routing
     - 23
   * - Largest buffer count on any clock path
     - 2
   * - Leakage power figure
     - 0.558 nW
   * - Max-Cap Viols
     - 0
   * - Ys Warns
     - 2
   * - Die Y-Extent
     - ~100 microns
   * - Final setup skew
     - 0.00425 ns
   * - Inserted Clock Buffers
     - 3
   * - Minimum setup slack among reg-to-reg paths
     - 3.01 ns
   * - Most common flop cell mapped by yosys
     - sky130_fd_sc_hd__dfrtp_1
   * - Largest delay contributor family on the critical path
     - flip-flops
   * - TritonCTS clock tree
     - done
   * - Register bit total from synthesis
     - 22
   * - Clock slew at the register clock pins of the worst setup and hold paths
     - 0.08 ns
   * - Number of placed I/O pins
     - 25
   * - Result of the run
     - completed
   * - Ordered list of cells on the worst path
     - clkdlybuf4s50_1
   * - Gr busiest metal
     - met2
   * - Required arrival time at the worst endpoint
     - 3.68 ns
   * - CTS Root Cell
     - sky130_fd_sc_hd__clkbuf_8
   * - GRT Residual Overflow
     - 0
   * - Fmax
     - around 460 MHz
   * - Site row count
     - 30
   * - Hold Vio Cnt, Final
     - 0
   * - Number of vias after detailed routing
     - 616
   * - Final Slew Violations
     - 0
   * - Number of filler instances in the final layout
     - 759
   * - Sum Neg Setup Slack
     - 0 ns
report_power, final:
group	internal [mW]	total [mW]	switching (mW)
logic	0.00276	0.00697	0.00421
clock network	0.0762	0.137	0.0604
registers	0.193	0.193	0
total	0.272	0.337	0.0646
area by class of cell:
cell class                      instances  share of cell area
Tap cell                               96              0.0982
Clock buffer                            4              0.0450
Inverter                                2             0.00613
Sequential cell                        22               0.451
Timing Repair Buffer                    8              0.0634
Multi-Input combinational cell         62               0.336
layer usage:
metal	share of wire	up-vias	routed length (microns)
met5	0	-	0
met4	0.025	0	41
met3	0.041	2	68
met2	0.44	24	728
met1	0.49	293	810
li1	-	297	-
layout by cell type (no fill, tap or decap), drive strengths merged, types with 3 or more instances in the layout:
master and count:
dfrtp 21, xnor2 11, conb 9, nor2 7, clkdlybuf4s50 7, nand4 6
nand3 5, nand2 4, xor2 4, clkbuf 4, nor4 3
cells by family after synthesis:
| logic type | after synthesis |
|---|---|
| adder cells (fa/ha/maj) | 1 |
| AND-OR/OR-AND | 1 |
| flip-flops | 22 |
| multiplexers | 2 |
| buffers and inverters | 14 |
| XOR/XNOR | 15 |
| other | 1 |
| AND/OR/NAND/NOR | 34 |
path summary, 6_finish.rpt:
| path | from | to | cells after the start |
|---|---|---|---|
| max | ro_spi_cs | o_spi_cs | 1 |
| min | r_cnt[14] | ro_user_read_valid | 1 |
| max reg2reg | r_cnt[7] | r_cnt[15] | 4 |
| min reg2reg | r_cnt[14] | ro_user_read_valid | 1 |
| max in group asynchronous | rst_n | ro_spi_cs | 2 |
| min in group asynchronous | rst_n | r_cnt[15] | 2 |
registers in the layout, summed over array words and instances, names as in the netlist:
name                cells
r_cnt                  16
r_run                   1
r_spi_cnt               1
ro_user_read_valid      1
ro_user_ready           1
ro_spi_mosi             1
ro_spi_cs               1
per-stage QoR:
step	cells	total power [mW]	hold WS (ns)	area [sq um]	setup slack, ns
2_1_floorplan	98	0.203	0.424	1050	3.10
3_3_place_gp	190	0.205	0.458	1170	2.71
3_5_place_dp	190	0.205	0.452	1170	2.71
4_1_cts	194	0.341	0.465	1220	2.42
5_1_grt	194	0.349	0.500	1220	2.38
6_report	194	0.337	0.464	1220	2.44
Power and IR drop assume default switching activity.
